File: design/flow/design.v
module BIOS
( 
 input clk, interruptionProcess, MemRead, MemWrite,
 input [15:0] instruction_imm,
 input [31:0] Read_Data1, Read_Data2, Last_addr,
 output reg [15:0] immediate
); 
 reg [31:0] Base_addr, mem_addr;
 initial
 begin
	Base_addr <= 32'd0;
	mem_addr <= 32'd0;
 end
 always @(negedge clk)
 begin
	if (interruptionProcess) begin
		Base_addr <= Read_Data1;
		mem_addr <= Read_Data2+32'd16;
	end
	if ({MemRead, MemWrite} > 2'd0) immediate = instruction_imm + mem_addr[15:0];
	else immediate = instruction_imm;
 end
endmodule
File: design/flow/run.sh
#!/bin/bash
# OpenROAD 26Q1-2900-gdf79404cd8, Yosys 0.63+post, stock flow scripts
make -C /OpenROAD-flow-scripts/flow DESIGN_CONFIG=/design/flow/config.mk WORK_HOME=/design/flow/orfs finish
File: design/flow/config.mk
export PLATFORM = sky130hd
export DESIGN_NAME = BIOS
export DESIGN_NICKNAME = BIOS
export VERILOG_FILES = /design/flow/design.v
export SDC_FILE = /design/flow/constraint.sdc
export NUM_CORES = 4
export LEC_CHECK = 1
export CORE_UTILIZATION = 30
File: design/flow/constraint.sdc
current_design BIOS

set clk_period 11.2
set clk_io_pct 0.2

create_clock -name clk0 -period $clk_period [get_ports {clk}]

set non_clock_inputs [all_inputs -no_clocks]
set_input_delay [expr $clk_period * $clk_io_pct] -clock clk0 $non_clock_inputs
set_output_delay [expr $clk_period * $clk_io_pct] -clock clk0 [all_outputs]
==> flow_summary.json <==
{
  "status": "complete, no violations",
  "row_count": 28,
  "min_path_type": "reg -> reg",
  "grt_pass1_vias": 1543,
  "yosys_most_used_dff": "edfxtp_1",
  "setup_tns_ns": 0,
  "synthDistinctLibCells": 39,
  "clock-sinks": 32,
  "syn_area_per_cell_sq_um": 9.69,
  "grt_usage_pct": 13.3,
  "drv_cap": 0,
  "holdWs_ns": 0.573,
  "cp.required_ns": 5.81,
  "core_sq_um": 5990,
  "root_buffer": "clkbuf_8",
  "xor_area_share_pct": 9.78,
  "ir_drop_uv": 67.8,
  "fp.dieW_microns": 81.2,
  "edf_count": 16,
  "ys_seq_elements": 32,
  "drive_gt1_share_pct": 6.05,
  "grt_pass1_wl_microns": 6530,
  "postCtsSetupBuffers": 0,
  "finalSetupViolCount": 0,
  "yosysWarnings": 1,
  "power_uw": 378,
  "vias": 1598,
  "ys_top_cells_by_count": "nand2_1, a21oi_1, nor2_1",
  "gp_congestion": 0.786,
  "hold_viol": 0,
  "mux_share_pct": 0,
  "p_comb_share_pct": 27.8,
  "clk_latency_ns": 0.34,
  "dp.cells": 318,
  "fillers": 546,
  "hpwl_microns": 3020,
  "p_int_uw": 261,
  "num_io_pins": 132,
  "grtUsageMet3_pct": 7.30,
  "crit_type": "in -> reg",
  "max_slew_margin_pct": 51.5,
  "synth.cellmix.simpleShare_pct": 15.3,
  "syn_area_sq_um": 1880,
  "top_area_share_pct": 25.5,
  "fin_ws_ns": 1.36,
  "switchingPower_uw": 116,
  "cp-end-kind": "flip-flop",
  "tightest_slew_ns": 0.725,
  "power_frac_seq_pct": 39.3,
  "io_buffers": 51,
  "vias_per_cell": 4.49,
  "finalMaxSlewViolations": 0,
  "n_antenna_cell": 0,
  "post_cts_resized": 0,
  "arrival_ns": 4.44,
  "h-tree-depth": 2,
  "grt_max_degree": 18,
  "topCellsByArea": "edfxtp_1, dfxtp_1, ha_1",
  "total_leakage_power_uw": 0.00117,
  "synth_top_cell_by_count": "nand2_1",
  "ys_chip_area_sq_um": 1880,
  "clkTransAtPathRegs_ns": 0.03,
  "drc": 0,
  "gr-usage-met1_pct": 19.2,
  "drt-initial-drc-count": 81,
  "synthArstFlopShare_pct": 0,
  "switching_share_pct": 30.8,
  "place_ws_ns": 1.02,
  "grt_setup_unrepaired": "no",
  "busiest_layer": "met1",
  "synth_cells": 194,
  "cp_max_fo": 3,
  "fp_util_pct": 31.4,
  "power.share.clock_pct": 32.9,
  "topCombFamilyByArea": "AND-OR/OR-AND gates",
  "antenna_left": 0,
  "globalRouteMet2Util_pct": 16.9,
  "cts_hold_buf": 0,
  "cts_tree": "done",
  "grt_remaining_overflow": 0,
  "drt_pass1_iterations": 4,
  "instances_no_fill": 356,
  "synth_seq_share_pct": 42.6,
  "ys_cells": 194,
  "antenna_found_initial": 0,
  "startpoint_type": "input pin",
  "drt_wl_total_microns": 3870,
  "p_per_area_nw_per_um2": 141,
  "warning_count": 137,
  "adder_share_pct": 11.7,
  "aoi_share_pct": 18.8,
  "area_delta_synth_final_pct": 42.3,
  "numCtsBuffers": 5,
  "clockBufferDepth": 2,
  "fin_skew_ns": 0.00973,
  "synth_top_cell_by_area": "edfxtp_1",
  "chipHeight_microns": 81.2,
  "chipArea_sq_um": 6590,
  "detail_route.wl_per_cell_microns": 10.9
}
[per-layer routing]
metal	wire length [microns]	share of wire, %
met4	60	1.6
met3	379	9.8
met5	0	0
met1	2020	52
met2	1400	36
[final timing paths]
path	start	to	slack (ns)	depth (start not counted)
setup / recovery	instruction_imm[0]	immediate[14]	1.36	9
hold / removal	mem_addr[0]	immediate[0]	0.57	3
setup reg to reg	mem_addr[0]	immediate[14]	8.96	8
hold reg to reg	mem_addr[0]	immediate[0]	0.57	3
[power by group through the flow]
stage | combinational, uW | sequential, uW | clock, uW
after CTS | 106 | 149 | 131
after global routing | 120 | 150 | 146
final | 105 | 148 | 124
[final cells by class]
cell class	instances	area [sq um]	area share [%]
multi-input combinational	153	1050	39.1
inverter	5	18.8	0.701
clock inverter	34	130	4.86
sequential	32	801	29.9
timing repair buffer	52	518	19.4
clock buffer	5	68.8	2.57
tap	75	93.8	3.51
[worst max-delay path: stages]
cell             delay (ns)
clkdlybuf4s50_1        0.44
ha_1                   0.25
fa_1                   0.41
a21oi_1                0.30
o211ai_2               0.15
a311oi_2               0.29
o21ai_1                0.13
xnor2_1                0.17
a21oi_1                0.08
[placed cells by master (no fill, tap or decap), types with 2 or more instances in the layout]
master / netlist / final
inv_1: 6 / 37
and3_1: 2 / 2
nand4_1: 3 / 3
nand2b_1: 2 / 2
xnor2_1: 12 / 12
clkinvlp_2: 0 / 2
ha_1: 16 / 16
o21a_1: 2 / 2
o2111ai_1: 2 / 2
nor3_1: 2 / 2
o211ai_1: 3 / 3
a21o_1: 6 / 6
clkdlybuf4s50_1: 0 / 51
a31oi_1: 2 / 2
nor2_1: 17 / 17
a21oi_2: 2 / 2
o21ai_0: 8 / 8
nand2_1: 23 / 23
clkbuf_8: 0 / 5
a21oi_1: 19 / 19
nand3_1: 6 / 6
edfxtp_1: 16 / 16
xor2_1: 9 / 9
dfxtp_1: 16 / 16
[state kept, by name, indices dropped and copies added (netlist names)]
name	count
immediate	16
mem_addr	16
[cell families (layout without fill, tap and decap cells)]
group                    count (synthesis)  after routing
buffers and inverters                    9             96
AND-OR/OR-AND                           53             53
AND/OR/NAND/NOR                         62             62
XOR/XNOR                                21             21
adder cells (fa/ha/maj)                 17             17
flip-flops                              32             32
[stage by stage]
step	area, sq um	utilization, %
global placement	2480	41.4
floorplan	1880	-
detailed placement	2480	41.4
finish	2680	44.7
CTS	2680	44.7
global route	2680	44.7
