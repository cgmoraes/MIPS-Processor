[design/flow/config.mk]
export PLATFORM = sky130hd
export DESIGN_NAME = LCD_Display
export DESIGN_NICKNAME = LCD_Display
export VERILOG_FILES = /design/flow/design.v
export SDC_FILE = /design/flow/constraint.sdc
export NUM_CORES = 4
export LEC_CHECK = 1
export CORE_UTILIZATION = 50
[design/flow/design.v]
module LCD_Display(iCLK_50MHZ, iRST_N, hex0, hex1, hex2, hex3, hex4, hex5,
	LCD_RS,LCD_E,LCD_RW,DATA_BUS);
input iCLK_50MHZ, iRST_N;
input [3:0] hex5, hex4, hex3, hex2, hex1, hex0;
output LCD_RS, LCD_E, LCD_RW;
inout [7:0] DATA_BUS;
parameter
HOLD = 4'h0,
FUNC_SET = 4'h1,
DISPLAY_ON = 4'h2,
MODE_SET = 4'h3,
Print_String = 4'h4,
LINE2 = 4'h5,
RETURN_HOME = 4'h6,
DROP_LCD_E = 4'h7,
RESET1 = 4'h8,
RESET2 = 4'h9,
RESET3 = 4'ha,
DISPLAY_OFF = 4'hb,
DISPLAY_CLEAR = 4'hc;
reg [3:0] state, next_command;
reg [7:0] DATA_BUS_VALUE;
wire [7:0] Next_Char;
reg [19:0] CLK_COUNT_400HZ;
reg [4:0] CHAR_COUNT;
reg CLK_400HZ, LCD_RW_INT, LCD_E, LCD_RS;
assign DATA_BUS = (LCD_RW_INT? 8'bZZZZZZZZ: DATA_BUS_VALUE);
LCD_display_string u1(
.index(CHAR_COUNT),
.out(Next_Char),
.hex5(hex5),
.hex4(hex4),
.hex3(hex3),
.hex2(hex2),
.hex1(hex1),
.hex0(hex0));
assign LCD_RW = LCD_RW_INT;
always @(posedge iCLK_50MHZ or negedge iRST_N)
	if (!iRST_N)
	begin
	   CLK_COUNT_400HZ <= 20'h00000;
	   CLK_400HZ <= 1'b0;
	end
	else if (CLK_COUNT_400HZ < 20'h0F424)
	begin
	   CLK_COUNT_400HZ <= CLK_COUNT_400HZ + 1'b1;
	end
	else
	begin
	  CLK_COUNT_400HZ <= 20'h00000;
	  CLK_400HZ <= ~CLK_400HZ;
	end
always @(posedge CLK_400HZ or negedge iRST_N)
	if (!iRST_N)
	begin
	 state <= RESET1;
	end
	else
	case (state)
	RESET1:			
	begin
	  LCD_E <= 1'b1;
	  LCD_RS <= 1'b0;
	  LCD_RW_INT <= 1'b0;
	  DATA_BUS_VALUE <= 8'h38;
	  state <= DROP_LCD_E;
	  next_command <= RESET2;
	  CHAR_COUNT <= 5'b00000;
	end
	RESET2:
	begin
	  LCD_E <= 1'b1;
	  LCD_RS <= 1'b0;
	  LCD_RW_INT <= 1'b0;
	  DATA_BUS_VALUE <= 8'h38;
	  state <= DROP_LCD_E;
	  next_command <= RESET3;
	end
	RESET3:
	begin
	  LCD_E <= 1'b1;
	  LCD_RS <= 1'b0;
	  LCD_RW_INT <= 1'b0;
	  DATA_BUS_VALUE <= 8'h38;
	  state <= DROP_LCD_E;
	  next_command <= FUNC_SET;
	end
	FUNC_SET:
	begin
	  LCD_E <= 1'b1;
	  LCD_RS <= 1'b0;
	  LCD_RW_INT <= 1'b0;
	  DATA_BUS_VALUE <= 8'h38;
	  state <= DROP_LCD_E;
	  next_command <= DISPLAY_OFF;
	end
	DISPLAY_OFF:
	begin
	  LCD_E <= 1'b1;
	  LCD_RS <= 1'b0;
	  LCD_RW_INT <= 1'b0;
	  DATA_BUS_VALUE <= 8'h08;
	  state <= DROP_LCD_E;
	  next_command <= DISPLAY_CLEAR;
	end
	DISPLAY_CLEAR:
	begin
	  LCD_E <= 1'b1;
	  LCD_RS <= 1'b0;
	  LCD_RW_INT <= 1'b0;
	  DATA_BUS_VALUE <= 8'h01;
	  state <= DROP_LCD_E;
	  next_command <= DISPLAY_ON;
	end
	DISPLAY_ON:
	begin
	  LCD_E <= 1'b1;
	  LCD_RS <= 1'b0;
	  LCD_RW_INT <= 1'b0;
	  DATA_BUS_VALUE <= 8'h0C;
	  state <= DROP_LCD_E;
	  next_command <= MODE_SET;
	end
	MODE_SET:
	begin
	  LCD_E <= 1'b1;
	  LCD_RS <= 1'b0;
	  LCD_RW_INT <= 1'b0;
	  DATA_BUS_VALUE <= 8'h06;
	  state <= DROP_LCD_E;
	  next_command <= Print_String;
	end
	Print_String:
	begin
	  state <= DROP_LCD_E;
	  LCD_E <= 1'b1;
	  LCD_RS <= 1'b1;
	  LCD_RW_INT <= 1'b0;
	  if (Next_Char[7:4] != 4'h0)
		DATA_BUS_VALUE <= Next_Char;
	  else if (Next_Char[3:0] >9)
		 DATA_BUS_VALUE <= {4'h4,Next_Char[3:0]}; 
	  else
		 DATA_BUS_VALUE <= {4'h3,Next_Char[3:0]};
	  if ((CHAR_COUNT < 31) && (Next_Char != 8'hFE))
	     CHAR_COUNT <= CHAR_COUNT + 1'b1;
	  else
	     CHAR_COUNT <= 5'b00000; 
	  if (CHAR_COUNT == 15)
	    next_command <= LINE2;
	  else if ((CHAR_COUNT == 31) || (Next_Char == 8'hFE))
	    next_command <= RETURN_HOME;
	  else
	    next_command <= Print_String;
	end
	LINE2:
	begin
	  LCD_E <= 1'b1;
	  LCD_RS <= 1'b0;
	  LCD_RW_INT <= 1'b0;
	  DATA_BUS_VALUE <= 8'hC0;
	  state <= DROP_LCD_E;
	  next_command <= Print_String;
	end
	RETURN_HOME:
	begin
	  LCD_E <= 1'b1;
	  LCD_RS <= 1'b0;
	  LCD_RW_INT <= 1'b0;
	  DATA_BUS_VALUE <= 8'h80;
	  state <= DROP_LCD_E;
	  next_command <= Print_String;
	end
	DROP_LCD_E:
	begin
	  LCD_E <= 1'b0;
	  state <= HOLD;
	end
	HOLD:
	begin
	  state <= next_command;
	end
	endcase
endmodule
module LCD_display_string(index,out,hex5,hex4,hex3,hex2,hex1,hex0);
input [4:0] index;
input [3:0] hex0,hex1,hex2,hex3,hex4,hex5;
output [7:0] out;
reg [7:0] out;
   always 
     case (index)
	5'h00: out <= 8'h4E; 
	5'h01: out <= 8'h75; 
	5'h02: out <= 8'h6D; 
	5'h03: out <= 8'h31; 
	5'h04: out <= 8'h3A; 
	5'h05: out <= {4'h0,hex1}; 
	5'h06: out <= {4'h0,hex0}; 
	5'h07: out <= 8'h20; 
	5'h08: out <= 8'h4E; 
	5'h09: out <= 8'h75; 
	5'h0A: out <= 8'h6D; 
	5'h0B: out <= 8'h32; 
	5'h0C: out <= 8'h3A; 
	5'h0D: out <= {4'h0,hex3}; 
	5'h0E: out <= {4'h0,hex2}; 
	5'h10: out <= 8'h52; 
	5'h11: out <= 8'h65; 
	5'h12: out <= 8'h73; 
	5'h13: out <= 8'h75; 
	5'h14: out <= 8'h6C; 
	5'h15: out <= 8'h74; 
	5'h16: out <= 8'h3A; 
	5'h17: out <= {4'h0,hex5}; 
	5'h18: out <= {4'h0,hex4}; 
	default: out <= 8'h20;
     endcase
endmodule
[design/flow/constraint.sdc]
current_design LCD_Display

set clk_period 3.0
set clk_io_pct 0.2

create_clock -name clk0 -period $clk_period [get_ports {iCLK_50MHZ}]

set non_clock_inputs [all_inputs -no_clocks]
set_input_delay [expr $clk_period * $clk_io_pct] -clock clk0 $non_clock_inputs
set_output_delay [expr $clk_period * $clk_io_pct] -clock clk0 [all_outputs]
[design/flow/run.sh]
#!/bin/bash
# OpenROAD 26Q1-2900-gdf79404cd8, Yosys 0.63+post, stock flow scripts
make -C /OpenROAD-flow-scripts/flow DESIGN_CONFIG=/design/flow/config.mk WORK_HOME=/design/flow/orfs finish
==> flow_summary.html <==
<h2>Synthesis and place &amp; route</h2>
<table>
<tr><th>Metric</th><th>Value</th></tr>
<tr><th colspan="2">Clocking</th></tr>
<tr><td>H-tree depth</td><td>1</td></tr>
<tr><td>TritonCTS clock tree</td><td>done</td></tr>
<tr><td>Number of buffers on the longest clock path</td><td>2</td></tr>
<tr><td>Post-cts hold-fix buffer tally</td><td>0</td></tr>
<tr><td>Cts bufs inserted</td><td>3</td></tr>
<tr><td>Clock root buffer master</td><td>sky130_fd_sc_hd__clkbuf_8</td></tr>
<tr><td>Cts repair resizes</td><td>0</td></tr>
<tr><td>Source-to-sink clock delay at the later pin of the worst-skew pair</td><td>about 0.26 ns</td></tr>
<tr><td># Post-CTS Setup Buffers</td><td>0</td></tr>
<tr><td>Clock transition at the register clock pins on the worst setup and hold paths after CTS</td><td>~0.070 ns</td></tr>
<tr><th colspan="2">Floorplan</th></tr>
<tr><td>Placeable core area</td><td>around 5200 sq um</td></tr>
<tr><td>Die x size</td><td>76.06 um</td></tr>
<tr><td>Floorplan-stage core utilization</td><td>roughly 53%</td></tr>
<tr><td>Standard-cell row count</td><td>26</td></tr>
<tr><td>Number of top-level pins</td><td>37</td></tr>
<tr><td>Vert. Die Dim</td><td>roughly 76 um</td></tr>
<tr><td>Die ar.</td><td>between 5000 and 6000 sq um</td></tr>
<tr><th colspan="2">Detailed routing</th></tr>
<tr><td>Ant. Diodes</td><td>0</td></tr>
<tr><td>Detailed-route wire length per cell</td><td>between 10 and 15 um</td></tr>
<tr><td>Via-per-instance ratio</td><td>around 5.6</td></tr>
<tr><td>Sum of routed wire length over all layers</td><td>between 5000 and 6000 um</td></tr>
<tr><td>Number of antenna-violating nets in the routed design</td><td>0</td></tr>
<tr><td>First-pass DRT Iterations</td><td>4</td></tr>
<tr><td>Drt drc</td><td>0</td></tr>
<tr><td>Vias</td><td>2151</td></tr>
<tr><td>First DRT Iteration DRCs</td><td>about 180</td></tr>
<tr><th colspan="2">Logic synthesis</th></tr>
<tr><td>Synth Warn #</td><td>3</td></tr>
<tr><td>FF+latch count, synth</td><td>approximately 44</td></tr>
<tr><td>Synth async-reset ratio</td><td>between 50% and 60%</td></tr>
<tr><td>Total cells reported by yosys after synthesis</td><td>between 200 and 300</td></tr>
<tr><td>Netlist Area Pre-Place</td><td>2743 sq um</td></tr>
<tr><td>Count of different cell masters after synthesis</td><td>around 60</td></tr>
<tr><td>Portion of the post-synthesis area used by sequential elements</td><td>between 40% and 50%</td></tr>
<tr><td>Flip-flops with a built-in enable</td><td>19</td></tr>
<tr><td>Mean area per synthesized cell</td><td>9.203 sq um</td></tr>
<tr><td>Cells after synthesis</td><td>298</td></tr>
<tr><td>Post-synth area from yosys stat</td><td>2743 sq um</td></tr>
<tr><td>Top_reg_cell synth</td><td>sky130_fd_sc_hd__dfrtp_1</td></tr>
<tr><th colspan="2">Timing</th></tr>
<tr><td>Number of unconstrained endpoints</td><td>52</td></tr>
<tr><td>Achievable Freq</td><td>between 0.6 and 0.7 GHz</td></tr>
<tr><td>Worst rel slew slack</td><td>49.17%</td></tr>
<tr><td>Tightest Pin Transition</td><td>between 0.7 and 0.8 ns</td></tr>
<tr><td>Hold WS</td><td>around 0.5 ns</td></tr>
<tr><td>Portion of the clock cycle consumed by the worst path in the final layout</td><td>between 50% and 60%</td></tr>
<tr><td>Total count of max-transition violations in the final report</td><td>0</td></tr>
<tr><td>Final Hold Violation Tally</td><td>0</td></tr>
<tr><td>Register pins left without a clock</td><td>23</td></tr>
<tr><td>Clock period minus final worst setup slack</td><td>roughly 1.6 ns</td></tr>
<tr><td>RSZ-0062 raised after global routing</td><td>no</td></tr>
<tr><td>Crit path setup slack, layout</td><td>approximately 1.4 ns</td></tr>
<tr><td>Aggregate negative setup slack</td><td>0 ns</td></tr>
<tr><td>Skew final</td><td>approximately 0.0033 ns</td></tr>
<tr><td>Final setup violation count</td><td>0</td></tr>
<tr><th colspan="2">Setup path</th></tr>
<tr><td>CP max stage cell</td><td>sky130_fd_sc_hd__dfrtp_1</td></tr>
<tr><td>CP Launch Type</td><td>register</td></tr>
<tr><td>Required time at the endpoint of the critical path</td><td>~3.2 ns</td></tr>
<tr><td>Max incr delay on CP</td><td>roughly 0.43 ns</td></tr>
<tr><td>Ordered list of cells on the worst path</td><td>and4_1, and3_4, nand4_4, or3_1, a21oi_1</td></tr>
<tr><td>Max FO, Critical Path</td><td>6</td></tr>
<tr><td>Top Family by Delay on Critical Path</td><td>simple AND/OR/NAND/NOR gates</td></tr>
<tr><td>Setup crit end kind</td><td>register</td></tr>
<tr><td>Critical setup path kind</td><td>reg2reg</td></tr>
<tr><td>Crit path buf inv count</td><td>0</td></tr>
<tr><td>CP Data Arrival Time</td><td>between 1.5 and 2 ns</td></tr>
<tr><th colspan="2">Run</th></tr>
<tr><td>Max capacitance violation total</td><td>0</td></tr>
<tr><td>Count of tool warnings</td><td>30</td></tr>
<tr><th colspan="2">Layout</th></tr>
<tr><td>Non-filler cells in the finished layout</td><td>385</td></tr>
<tr><td>Proportion of layout cells with a drive suffix above 1</td><td>6.349%</td></tr>
<tr><td>Fill cells</td><td>~450</td></tr>
<tr><td>Layout area overhead</td><td>12.23%</td></tr>
<tr><th colspan="2">Power</th></tr>
<tr><td>P per Cell Area</td><td>approximately 240 nW/um^2</td></tr>
<tr><td>Max VDD drop</td><td>approximately 0.3 mV</td></tr>
<tr><td>Final Power</td><td>roughly 0.74 mW</td></tr>
<tr><td>Leakage power</td><td>approximately 1.2 nW</td></tr>
<tr><th colspan="2">GRT</th></tr>
<tr><td>Number of antenna violations at the first check in global routing</td><td>0</td></tr>
<tr><td>Maximum number of pins on one net before global-route repair</td><td>31</td></tr>
<tr><td>Global-route total usage across every layer</td><td>between 20% and 30%</td></tr>
<tr><td>Global-route wire length before repair</td><td>around 10000 um</td></tr>
<tr><td>Residual overflow from global routing</td><td>0</td></tr>
<tr><td>Number of global-route vias before repair</td><td>about 2000</td></tr>
<tr><th colspan="2">Hold path</th></tr>
<tr><td>Hold Crit Class</td><td>reg2reg</td></tr>
<tr><th colspan="2">Placement</th></tr>
<tr><td>Count of buffers from port buffering</td><td>27</td></tr>
<tr><td>RD Place Congestion</td><td>0.8161</td></tr>
<tr><td>Total half-perimeter wirelength after legalization and detailed placement</td><td>just under 4000 um</td></tr>
<tr><td>Worst setup slack before clock tree synthesis</td><td>1.438 ns</td></tr>
<tr><td>Placed Instances</td><td>~380</td></tr>
<tr><th colspan="2">Status</th></tr>
<tr><td>Outcome</td><td>finished clean</td></tr>
</table>
[power breakdown]
| group | switching, mW | internal (mW) | total, mW |
|---|---|---|---|
| clock | 0.0890 | 0.0936 | 0.183 |
| combinational | 0.0179 | 0.0343 | 0.0521 |
| sequential | 0.0418 | 0.463 | 0.505 |
| total | 0.149 | 0.591 | 0.740 |
[area by class of cell]
cell class / count / area [sq um] / share of cell area, %
Timing Repair Buffer: 29 / 285.3 / 9.268
Clock inverter: 1 / 7.507 / 0.2439
Inverter: 10 / 37.54 / 1.220
Clock buffer: 3 / 41.29 / 1.341
Multi-Input combinational cell: 228 / 1421 / 46.18
Sequential cell: 44 / 1197 / 38.90
Tap cell: 70 / 87.58 / 2.846
[tightest hold or removal path, stage by stage, from the launching register on]
cell and delay [ns]:
sky130_fd_sc_hd__dfrtp_1 0.35, sky130_fd_sc_hd__a31oi_1 0.05, sky130_fd_sc_hd__nor2_1 0.07
[registers in the layout (all words and copies together) (netlist names)]
register / cells
next_command: 4
LCD_E: 1
state: 4
CLK_COUNT_400HZ: 20
DATA_BUS: 8
LCD_RS: 1
CLK_400HZ: 1
CHAR_COUNT: 5
[cell families (layout without fill, tap and decap cells)]
group | Yosys count | in the layout | synth area share [%]
AOI/OAI and AO/OA | 71 | 71 | 17.56
other | 1 | 5 | 0.1367
adders and majority gates | 7 | 7 | 3.193
buffers and inverters | 30 | 43 | 5.064
DFF | 44 | 44 | 43.66
muxes | 5 | 5 | 1.825
and+or+nand+nor | 123 | 123 | 23.13
xor gates and xnor gates | 17 | 17 | 5.429
[Yosys cell counts (5+ instances only)]
| cell | number | area, sq um |
|---|---|---|
| sky130_fd_sc_hd__a21oi_1 | 14 | 70.07 |
| sky130_fd_sc_hd__a31oi_1 | 5 | 31.28 |
| sky130_fd_sc_hd__and3_1 | 9 | 56.30 |
| sky130_fd_sc_hd__buf_2 | 6 | 30.03 |
| sky130_fd_sc_hd__clkbuf_1 | 8 | 30.03 |
| sky130_fd_sc_hd__dfrtp_1 | 24 | 600.6 |
| sky130_fd_sc_hd__edfxtp_1 | 19 | 570.6 |
| sky130_fd_sc_hd__ha_1 | 7 | 87.58 |
| sky130_fd_sc_hd__inv_1 | 9 | 33.78 |
| sky130_fd_sc_hd__mux2i_1 | 5 | 50.05 |
| sky130_fd_sc_hd__nand2_1 | 36 | 135.1 |
| sky130_fd_sc_hd__nand3_1 | 10 | 50.05 |
| sky130_fd_sc_hd__nand4_1 | 5 | 31.28 |
| sky130_fd_sc_hd__nor2_1 | 38 | 142.6 |
| sky130_fd_sc_hd__o21ai_0 | 15 | 75.07 |
| sky130_fd_sc_hd__xnor2_1 | 5 | 43.79 |
| sky130_fd_sc_hd__xor2_1 | 12 | 105.1 |
[metal layers]
| layer | wire length, um | up-vias | part of all wire, % | GRT usage, % |
|---|---|---|---|---|
| met4 | 41 | 0 | 0.74 | 1.538 |
| met3 | 281 | 4 | 5.1 | 2.920 |
| met1 | 2686 | 989 | 49 | 37.80 |
| li1 | - | 1102 | - | - |
| met2 | 2509 | 56 | 45 | 31.00 |
| met5 | 0 | - | 0 | 0 |
[per-stage QoR]
stage	utilization, %	cell area (sq um)
global placement	58.20	3029
global route	59.13	3078
floorplan	-	2758
detailed placement	58.20	3029
finish	59.13	3078
CTS	59.13	3078
[layout by cell type (no fill, tap or decap), drive strengths merged, types with 3 or more instances in the layout]
| master | Yosys | layout |
|---|---|---|
| a21o | 3 | 3 |
| a21oi | 15 | 15 |
| a31oi | 5 | 5 |
| and2b | 3 | 3 |
| and3 | 10 | 10 |
| clkbuf | 8 | 3 |
| clkdlybuf4s50 | 0 | 27 |
| conb | 1 | 5 |
| dfrtp | 24 | 24 |
| edfxtp | 19 | 19 |
| ha | 7 | 7 |
| inv | 10 | 10 |
| mux2i | 5 | 5 |
| nand2 | 36 | 36 |
| nand2b | 4 | 4 |
| nand3 | 10 | 10 |
| nand4 | 6 | 6 |
| nor2 | 38 | 38 |
| nor2b | 3 | 3 |
| nor3 | 4 | 4 |
| nor4 | 4 | 4 |
| o211ai | 4 | 4 |
| o21ai | 17 | 17 |
| o21bai | 3 | 3 |
| o221ai | 3 | 3 |
| o31ai | 4 | 4 |
| xnor2 | 5 | 5 |
| xor2 | 12 | 12 |
[worst paths after layout]
kind	from	endpoint	slack (ns)	depth (start not counted)
max	CLK_COUNT_400HZ[2]	CLK_COUNT_400HZ[12]	1.41	5
min	CLK_COUNT_400HZ[15]	CLK_COUNT_400HZ[15]	0.51	2
max reg2reg	CLK_COUNT_400HZ[2]	CLK_COUNT_400HZ[12]	1.41	5
min reg2reg	CLK_COUNT_400HZ[15]	CLK_COUNT_400HZ[15]	0.51	2
max in group asynchronous	iRST_N	CLK_COUNT_400HZ[15]	2.02	2
min in group asynchronous	iRST_N	CLK_COUNT_400HZ[3]	0.71	2
Power and IR drop assume default switching activity.
