===== /design/flow/run.sh =====
#!/bin/bash
# OpenROAD 26Q1-2900-gdf79404cd8, Yosys 0.63+post, stock flow scripts
make -C /OpenROAD-flow-scripts/flow DESIGN_CONFIG=/design/flow/config.mk WORK_HOME=/design/flow/orfs finish

===== /design/flow/config.mk =====
export PLATFORM = sky130hd
export DESIGN_NAME = IO
export DESIGN_NICKNAME = IO
export VERILOG_FILES = /design/flow/design.v
export SDC_FILE = /design/flow/constraint.sdc
export NUM_CORES = 4
export LEC_CHECK = 1
export CORE_AREA = 10 10 70 70
export DIE_AREA = 0 0 80 80

===== /design/flow/constraint.sdc =====
current_design IO

set clk_period 1.0
set clk_io_pct 0.2

create_clock -name clk0 -period $clk_period [get_ports {clk}]

set non_clock_inputs [all_inputs -no_clocks]
set_input_delay [expr $clk_period * $clk_io_pct] -clock clk0 $non_clock_inputs
set_output_delay [expr $clk_period * $clk_io_pct] -clock clk0 [all_outputs]

===== /design/flow/design.v =====
module IO
(	
  input clk, reset, Input, Output, Halt, Enter,
  input [9:0] sw, 
  input [31:0] output_num, 
  output [31:0] Input_Data,
  output reg [6:0] Hex0, Hex1, Hex2, Hex3, Hex4, Hex5, Hex6, Hex7
);
  task BCD;
	input [3:0] value;
	output [6:0] display;
	case (value)
		0: display <= 7'b1000000;
		1: display <= 7'b1111001;
		2: display <= 7'b0100100;
		3: display <= 7'b0110000;
		4: display <= 7'b0011001;
		5: display <= 7'b0010010;
		6: display <= 7'b0000010;
		7: display <= 7'b1111000;
		8: display <= 7'b0000000;
		9: display <= 7'b0010000;
		10: display <= 7'b0001000;
		11: display <= 7'b0000011;
		12: display <= 7'b1000110;
		13: display <= 7'b0100001;
		14: display <= 7'b0000110;
		15: display <= 7'b0001110;
		default: display <= 7'b1111111;
	endcase
  endtask
  always @ (posedge clk or posedge reset or posedge Halt)
  begin
	if(reset) begin
		Hex0 <= 7'b0111111;
		Hex1 <= 7'b0111111;
		Hex2 <= 7'b0111111;
		Hex3 <= 7'b0111111;
		Hex4 <= 7'b0111111;
		Hex5 <= 7'b0111111;
		Hex6 <= 7'b0111111;
		Hex7 <= 7'b0111111;
	end else if(Halt) begin
		Hex0 <= 7'b0100001;
		Hex1 <= 7'b0101011;
		Hex2 <= 7'b0000110;
		Hex3 <= 7'b1111111;
		Hex4 <= 7'b1111111;
		Hex5 <= 7'b1111111;
		Hex6 <= 7'b1111111;
		Hex7 <= 7'b1111111;
	end else if(Output && !Input) begin
		BCD(output_num%10, Hex0);
		BCD((output_num%100)/10, Hex1);
		BCD((output_num%1000)/100, Hex2);
		BCD((output_num%10000)/1000, Hex3);
		BCD((output_num%100000)/10000, Hex4);
		BCD((output_num%1000000)/100000, Hex5);
		Hex6 <= 7'b1100011;
		Hex7 <= 7'b1000000;
	end else if(!Output && Input)begin
		BCD(Input_Data%10, Hex0);
		BCD((Input_Data%100)/10, Hex1);
		BCD((Input_Data%1000)/100, Hex2);
		BCD((Input_Data%10000)/1000, Hex3);
		BCD((Input_Data%100000)/10000, Hex4);
		BCD((Input_Data%1000000)/100000, Hex5);
		Hex6 <= 7'b0101011;
		Hex7 <= 7'b1111001;
	end else begin
		Hex0 <= 7'b0111111;
		Hex1 <= 7'b0111111;
		Hex2 <= 7'b0111111;
		Hex3 <= 7'b0111111;
		Hex4 <= 7'b0111111;
		Hex5 <= 7'b0111111;
		Hex6 <= 7'b0111111;
		Hex7 <= 7'b1111111;
	end
  end
  assign Input_Data = {22'b0,sw};
endmodule

==> results.cfg <==
; generated from flow reports
[run_status]
outcome = finished, violations left
violations = negative setup slack

[run]
warnings = 65
max_cap_violations = 0

[cts]
clock_path_buffers = 2
tritoncts = yes
h-tree-depth = 1
clock-sinks = 6
clkSlewWorstSetupHoldPaths_ns = 0.04
cts-buffers-inserted = 3
cts_root_buf = clkbuf_4

[power]
cell_internal_pwr_mw = 0.5556
p_switching_mw = 0.1475
sequentialPowerShare = 0.436
p_sw_frac = 0.2098
peakVddDrop_uv = 241.3
p_clk_frac = 0.310
p_leak_nw = 0.4885
power_frac_comb = 0.255
cellPowerDensity_mw_per_mm2 = 843.7

[synthesis]
ys.warnings.count = 93
synth_seq_share = 0.2144
yosys-stat-area_um2 = 852.1
netlist_area_um2 = 852.1
syn_inst = 97
syn_avg_cell_area_um2 = 8.784
yosysCellCount = 97
synthDistinctLibCells = 8
synth_flop_count = 6

[final_timing]
drv_slew = 0
tns_ns = -4.147
fin_crit_ns = 1.343
setup_viol = 24
period_used_share = 1.343
rsz0062_at_grt = yes
clock.fmax_mhz = 744.6
hold_viol = 0
hold_ws_ns = 0.3870
setup_ws_ns = -0.3429

[floorplan]
core-area_mm2 = 0.003416
io_pins = 136
fp_util = 0.2495
die-height_um = 80
rows = 21
die-area_mm2 = 0.006400
dieWidth_um = 80

[critical_path]
worst_ep_arrival_time_ns = 1.14
cp_top_family = flip-flops
cp-end-kind = output port
worst_path_most_repeated_cell = buf_6
path_cells = buf_6 -> buf_6 -> buf_6 -> buf_2
critPathMaxFanout = 4
startpoint = Hex2[4]$_DFFSR_PPP_
timing.critical_path.buf_inv = 4
timing.critical_path.slowest_stage_cell = dfbbp_1
worst-setup-path-type = reg -> out
critPathRequiredTime_ns = 0.80
start_kind = register
slowest_delay_ns = 0.54

[final_layout]
final_util = 0.2440
fin_area_um2 = 833.3
drive_above_1_share = 0.3571
final_cell_mix = conb_1 (57), buf_2 (18), buf_6 (14)
synthToLayoutAreaGrowth_pct = -2.203
lay_top_count = conb_1

[place]
port_buffers = 28
place.gp.congestion = 0.7262
placed_area_um2 = 795.8
dpl.hpwl_um = 1398
dpl_worst_slack_ns = -0.3640

[routing]
wl_per_cell_um = 10.14
n_antenna_cell = 0
via_per_inst = 2.589
ant_nets = 0
drtPass1Iterations = 2
first_iter_violations = 4
drt-total-wl_um = 1602
drc_errors = 0
dr_total_vias = 409

[global_routing]
grt-ovfl-total = 0
antenna_found_initial = 0
grt_max_degree = 6
track_usage = 0.04077
grt_pass1_wl_um = 2235
grt_pass1_vias = 507

[min_path]
hp-class = in -> async
-- cells by family (layout without fill, tap and decap cells) --
family | Yosys count | count (layout) | share of synthesized area
and+or+nand+nor | 2 | 2 | 0.01175
buffers and inverters | 85 | 45 | 0.7357
adders and majority gates | 2 | 2 | 0.02936
DFF | 6 | 6 | 0.2144
other | 2 | 57 | 0.008814
-- layout make-up --
cell class / count / area [um2]
Fill cell: 380 / 2582
Sequential cell: 6 / 182.7
Timing Repair Buffer: 39 / 310.3
Inverter: 3 / 11.26
Clock buffer: 3 / 22.52
Multi-Input combinational cell: 61 / 249.0
Tap cell: 46 / 57.56
-- metrics by stage --
stage | power (mW) | cells
2_1_floorplan | 0.5429 | 152
3_3_place_gp | 0.4775 | 146
3_5_place_dp | 0.4780 | 146
4_1_cts | 0.7269 | 158
5_1_grt | 0.7696 | 158
6_report | 0.7031 | 158
-- Yosys cell counts --
cell      instances  share of area
conb_1            2         0.0088
nand2b_1          1         0.0073
dfstp_2           2          0.062
dfbbp_1           4           0.15
inv_1             3          0.013
buf_4            82           0.72
nor2_1            1         0.0044
ha_1              2          0.029
-- worst paths after layout --
| kind | end | cells past startpoint |
|---|---|---|
| max in group asynchronous | Hex2[4]$_DFFSR_PPP_ | 2 |
| worst min-delay path | Hex7[0]$_DFF_PP1_ | 2 |
| worst max-delay path | Hex2[0] | 4 |
| min in group clk0 | Input_Data[2] | 0 |
-- sequential cells by signal, indices dropped and copies added, names as in the netlist --
name,flops
Hex3,1
Hex6,1
Hex7,3
Hex2,1
-- per-layer routing --
metal,vias to the layer above,share of wire,global-route usage
li1,185,-,-
met1,172,0.37,0.04398
met2,48,0.49,0.06902
met3,4,0.13,0.02159
met4,0,0.011,0.008803
met5,-,0,0
-- power groups by stage --
stage	sequential, mW	clock [mW]	combinational [mW]
5_1_grt	0.310	0.252	0.208
4_1_cts	0.306	0.232	0.189
6_report	0.306	0.218	0.179
-- repair_timing --
item	CTS	global route
hold buffers	0	0
endpoints found under the setup margin	24	24
resized	87	0
gates cloned	0	0
buffers inserted	9	0
hold endpoints to repair	0	0
No activity file was given, so power comes from the tool's default toggle rates.
